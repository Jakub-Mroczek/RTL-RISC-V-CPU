File: ./run.sh
#!/bin/bash
# OpenROAD 26Q1-2900-gdf79404cd8, Yosys 0.63+post, stock flow scripts
make -C /OpenROAD-flow-scripts/flow DESIGN_CONFIG=/design/flow/config.mk WORK_HOME=/design/flow/orfs finish
File: ./config.mk
export PLATFORM = sky130hd
export DESIGN_NAME = alu_mux_old
export DESIGN_NICKNAME = alu_mux_old
export VERILOG_FILES = /design/flow/design.v
export SDC_FILE = /design/flow/constraint.sdc
export NUM_CORES = 4
export LEC_CHECK = 1
export CORE_AREA = 10 10 84 84
export DIE_AREA = 0 0 94 94
File: ./constraint.sdc
current_design alu_mux_old

set clk_period 1.0
set clk_io_pct 0.2

create_clock -name clk0 -period $clk_period

set non_clock_inputs [all_inputs -no_clocks]
set_input_delay [expr $clk_period * $clk_io_pct] -clock clk0 $non_clock_inputs
set_output_delay [expr $clk_period * $clk_io_pct] -clock clk0 [all_outputs]
File: ./design.v
module alu_mux_old (
    input ASel,
    input BSel,
    input [31:0] pc,
    input [31:0] rs1,
    input [31:0] rs2,
    input [31:0] imm,
    output [31:0] output_a,
    output [31:0] output_b
);
    reg [31:0] output_a_reg;
    reg [31:0] output_b_reg;
    assign output_a = output_a_reg;
    assign output_b = output_b_reg;
    always @ (*) begin
        if (ASel) 
            output_a_reg = pc;
        else 
            output_a_reg = rs1;
        if (BSel) 
            output_b_reg = imm;
        else 
            output_b_reg = rs2;
    end
endmodule
module alu_a_mux (
    input [1:0] ALU_A_SEL,
    input [31:0] rs1,
    input [31:0] pc,
    input [31:0] mem_res,
    input [31:0] wb_res,
    output reg [31:0] output_a
);
    always @ (*) begin
        case(ALU_A_SEL)
        2'b00: begin
            output_a = rs1;
        end
        2'b01: begin
            output_a = pc;
        end
        2'b10: begin
            output_a = mem_res;
        end
        2'b11: begin
            output_a = wb_res;
        end                        
        default: begin
            output_a = rs1;
        end
        endcase
    end
endmodule
module alu_b_mux (
    input [1:0] ALU_B_SEL,
    input [31:0] rs2,
    input [31:0] imm,
    input [31:0] mem_res,
    input [31:0] wb_res,
    output reg [31:0] output_b
);
    always @ (*) begin
        case(ALU_B_SEL)
        2'b00: begin
            output_b = rs2;
        end
        2'b01: begin
            output_b = imm;
        end
        2'b10: begin
            output_b = mem_res;
        end
        2'b11: begin
            output_b = wb_res;
        end                        
        default: begin
            output_b = rs2;
        end
        endcase
    end
endmodule
module wb_mux (
    input [1:0] wb_sel,
    input [31:0] pc,
    input [31:0] alu_res,
    input [31:0] dmem_data_out,
    output reg [31:0] write_back_data_out
);
    always @ (*) begin
        case (wb_sel)
            2'b10: begin
                write_back_data_out = pc;
            end
            2'b01: begin
                write_back_data_out = alu_res;
            end
            2'b00: begin
                write_back_data_out = dmem_data_out;
            end
            default: begin
                write_back_data_out = 32'h00000000;
            end
        endcase
    end
endmodule
==> commit_impl_results.txt <==
Log flow metrics for this revision

- Final cell utilization of the core: 0.606
- The flow ran to the end, but the final reports show violations.
- Per-cell via count in the routed design: approximately 4
* Routability Congestion: ~0.8
- Clk_buf instances: 0
- Setup-violating endpoint count in the final report: approximately 64
* Number of rows in the core area: 26
* Ys Warns: 1
* Routed wire length: 6860 µm
* Maximum number of pins on one net before global-route repair: 12
- Power comes to 1290 µW.
- STA classifies the critical path endpoint as a primary output.
- Note that the worst hold path type here is input pin to primary output.
- For the final routed database, the setup TNS stands at -5.97 ns.
* Arrival time reported for the critical path endpoint: 0.98 ns
- Listed in order, past its start point the critical path passes buf_12, buf_12, buf_8, mux2_4, buf_6.
* Number of buffer and inverter instances along the worst setup path: 4
* Period utilization: 1.18
- Top achievable clock speed: between 800 and 900 MHz
- Vias after detailed routing: 1373
* Peak fanout along the critical path: 7
- Static leakage power: 0.00173 µW
- Max-area cell share: 0.828
* Post-DRT Antenna Nets: 0
- In the Yosys report the total cell count is ~72.
- Chip Height: around 94 µm
* Top area cell types: sky130_fd_sc_hd__mux2_4, sky130_fd_sc_hd__buf_12, sky130_fd_sc_hd__mux2_2
- The first detailed-routing pass took 2 iterations.
- XOR Share, Synth: 0
- From synthesis to final layout, the design area changed by 190%.
- Looking at the max-slew report, the worst-margin pin has a slew of ~0.10 ns.
- Global-route wire length before repair: about 9800 µm
- In this run, the synthesized area fraction spent on AND-OR/OR-AND gates is recorded as 0.
- Averaged over all synthesized cells, the footprint is 15.1 µm².
* Final hold viol count: 0
- Crit Path Category: input pin to primary output
- Setup repair after global routing could not meet its margin everywhere.
- Maximum single-stage delay on the critical path: a little under 0.3 ns
* Grt ovf: 0
- Antenna violations before repair: 1
* Most common library cells after synthesis: sky130_fd_sc_hd__mux2_4, sky130_fd_sc_hd__buf_12, sky130_fd_sc_hd__mux2_2
* Smallest setup slack after layout: -0.178 ns
* PwrDens: approximately 410 nW/µm²
* Synth Seq Share: 0
- Average detailed-routed wire length per instance: 20.0 µm
- The most frequently used library cell after synthesis is sky130_fd_sc_hd__mux2_4.
* Io pins: 194
- Setup slack on the worst path after placement came out at -0.524 ns.
* Cell variety after synth: 4
- The first routing iteration left 20 violations.
- Final routed DRC violation total: 0
- Fraction of final layout cells sized beyond drive strength 1: 0.529
- The final timing report derives a shortest allowable period of approximately 1.2 ns.
- Horizontal die dimension: between 90 and 100 µm
- Once detailed placement completed, the half-perimeter wirelength came to 6110 µm.
- In the synthesized netlist, the number of instances is just over 70.
* Maximum vdd drop: between 200 and 250 µV
- The worst setup path is launched from an input pin.
- Tightest slew margin relative to the limit: 0.933
- Number of input and output port buffers inserted: approximately 190
* Multiplexer share: 0.869
* Library cell appearing most often on the critical path: sky130_fd_sc_hd__buf_12
* Number of violations of the max-capacitance limit: 0
* Number of warnings in the stage logs: 35
- Of the total synthesized cell area, the portion taken by AND, OR, NAND and NOR gates is 0.
- Per the synthesis report, the adder-cell share of the synthesized area is 0.
- On the critical path, the stage with the largest delay is an instance of sky130_fd_sc_hd__mux2_4.
- At the floorplan stage, the core utilization is reported as 0.209.
* Post-synthesis instance area: roughly 1100 µm²
* Area leader, netlist: sky130_fd_sc_hd__mux2_4
- According to the floorplan report, the total die area is just under 9000 µm².
- Placeable core area: roughly 5200 µm²
* Failing checks: setup timing
* Number of sequential cells: 0
- The stat command in Yosys gives a chip area of roughly 1100 µm².
* Data required time of the worst path: 0.80 ns
- Top logic family: multiplexers
- Storage element area: 0 µm²
- Hold-fix buffers at CTS: 0
- Number of global-route vias before repair: between 1500 and 2000
* Final Slew Violations: 0
- The layout has around 460 filler cells.
- Family of cells with the greatest summed delay on the critical path: buffers and inverters
- Global-route usage over all layers: 0.145
## power by group
group	switching [µW]	leakage, µW	internal, µW
Combinational	299	0.00173	989
Sequential	0	0	0
Clock	0	0.00000000634	0.000134
Total	299	0.00173	989
## path summary, 6_finish.rpt
kind,startpoint,to,slack [ns],cells past startpoint
min,imm[20],output_b[20],0.70,3
max,BSel,output_b[12],-0.18,5
## per-stage QoR
step	cells	cell area, µm²	hold slack [ns]
after floorplan	72	1090	0.498
after global placement	332	3030	1.32
after detailed placement	332	3030	1.31
after CTS	342	3010	0.799
after global routing	343	3160	0.722
final	343	3160	0.699
## cell type report
cell class,instances,area [µm²],area share
diodes,1,2.50,0.000793
multi-input cells,64,957,0.303
well taps,70,87.6,0.0278
repair buffers,208,2110,0.668
## kinds of logic (layout without fill, tap and decap cells)
kind of cell,count (synthesis),after routing
other,0,1
buffers and inverters,8,208
multiplexers,64,64
## what timing repair did
| item | CTS | global route |
|---|---|---|
| setup endpoints to repair | 64 | 64 |
| buffers inserted | 5 | 0 |
| gates cloned | 5 | 0 |
| gates resized | 375 | 25 |
## layout by cell type, fill, tap and decap left out, drive strengths merged
cell	count
buf	80
clkdlybuf4s50	8
diode	1
dlygate4sd2	116
dlymetal6s2s	4
mux2	64
## metal layers
layer / vias up / global-route usage / share of wire
met5: - / 0 / 0
met4: 0 / 0.00633 / 0.0042
met3: 2 / 0.0800 / 0.13
met2: 94 / 0.275 / 0.54
met1: 598 / 0.140 / 0.32
li1: 679 / - / -
Power is estimated from default activity; no workload was simulated.
