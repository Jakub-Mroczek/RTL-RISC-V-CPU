==> /design/flow/run.sh <==
#!/bin/bash
# OpenROAD 26Q1-2900-gdf79404cd8, Yosys 0.63+post, stock flow scripts
make -C /OpenROAD-flow-scripts/flow DESIGN_CONFIG=/design/flow/config.mk WORK_HOME=/design/flow/orfs finish
==> /design/flow/config.mk <==
export PLATFORM = sky130hd
export DESIGN_NAME = forwarding_logic
export DESIGN_NICKNAME = forwarding_logic
export VERILOG_FILES = /design/flow/design.v
export SDC_FILE = /design/flow/constraint.sdc
export NUM_CORES = 4
export LEC_CHECK = 1
export CORE_AREA = 10 10 121 121
export DIE_AREA = 0 0 131 131
==> /design/flow/constraint.sdc <==
current_design forwarding_logic

set clk_period 1.9
set clk_io_pct 0.2

create_clock -name clk0 -period $clk_period

set non_clock_inputs [all_inputs -no_clocks]
set_input_delay [expr $clk_period * $clk_io_pct] -clock clk0 $non_clock_inputs
set_output_delay [expr $clk_period * $clk_io_pct] -clock clk0 [all_outputs]
==> /design/flow/design.v <==
module forwarding_logic (
    input BrEq,
    input BrLT,
    input [6:0] D_INSN_OPCODE,
    input [4:0] D_INSN_RD,
    input [4:0] D_INSN_RS1, 
    input [4:0] D_INSN_RS2,
    input [2:0] D_INSN_FUNCT3,
    input [6:0] D_INSN_FUNCT7,
    input [31:0] D_INSN_IMM,
    input [4:0] D_INSN_SHAMT,
    input [6:0] X_INSN_OPCODE,
    input [4:0] X_INSN_RD,
    input [4:0] X_INSN_RS1,
    input [4:0] X_INSN_RS2,
    input [2:0] X_INSN_FUNCT3,
    input [6:0] X_INSN_FUNCT7,
    input [31:0] X_INSN_IMM,
    input [4:0] X_INSN_SHAMT,
    input [6:0] M_INSN_OPCODE,
    input [4:0] M_INSN_RD,
    input [4:0] M_INSN_RS1,
    input [4:0] M_INSN_RS2,
    input [2:0] M_INSN_FUNCT3,
    input [6:0] M_INSN_FUNCT7,
    input [31:0] M_INSN_IMM,
    input [4:0] M_INSN_SHAMT,
    input [6:0] W_INSN_OPCODE,
    input [4:0] W_INSN_RD,
    input [4:0] W_INSN_RS1,
    input [4:0] W_INSN_RS2,
    input [2:0] W_INSN_FUNCT3,
    input [6:0] W_INSN_FUNCT7,
    input [31:0] W_INSN_IMM,
    input [4:0] W_INSN_SHAMT,
    output reg [1:0] ALU_A_SEL,
    output reg [1:0] ALU_B_SEL,
    output DMEM_DATA_SEL,
    output reg PCSel,
    output reg RegWEn,
    output reg BrUn,
    output reg [3:0] ALUSel,
    output reg [1:0] access_size,
    output reg DMEM_RW,
    output reg [1:0] WBSel,
    output reg stall
);
    always @ (*) begin
        case(X_INSN_OPCODE)
            7'b0110011: begin
                PCSel = 1'b0;
                BrUn = 1'b0;
                stall = 1'b0;
                access_size = 2'b10;
                if(X_INSN_RS1 == M_INSN_RD)
                    ALU_A_SEL = 2'b10;
                else if(X_INSN_RS1 == W_INSN_RD)
                    ALU_A_SEL = 2'b11;
                else
                    ALU_A_SEL = 2'b00;
                if(X_INSN_RS2 == M_INSN_RD)
                    ALU_B_SEL = 2'b10;
                else if(X_INSN_RS2 == W_INSN_RD)
                    ALU_B_SEL = 2'b11;
                else
                    ALU_B_SEL = 2'b00;
                case(X_INSN_FUNCT3)
                    3'b000: begin
                        if (X_INSN_FUNCT7[5])
                            ALUSel = 4'b0100;
                        else
                            ALUSel = 4'b1000;
                    end
                    3'b001:
                        ALUSel = 4'b1110;
                    3'b010:
                        ALUSel = 4'b1100;       
                    3'b011:
                        ALUSel = 4'b0110;     
                    3'b100:
                        ALUSel = 4'b1010;  
                    3'b101: begin
                        if(X_INSN_FUNCT7[5])
                            ALUSel = 4'b1011;  
                        else
                            ALUSel = 4'b0111;  
                    end
                    3'b110:
                        ALUSel = 4'b0000;         
                    3'b111:
                        ALUSel = 4'b1111;    
                   default:
                        ALUSel = 4'b1000;             
                endcase
            end 
            7'b0010011: begin
                PCSel = 1'b0;
                BrUn = 1'b0;
                ALU_B_SEL = 2'b01;
                stall = 1'b0;
                access_size = 2'b10;
                if(X_INSN_RS1 == M_INSN_RD)
                    ALU_A_SEL = 2'b10;
                else if(X_INSN_RS1 == W_INSN_RD)
                    ALU_A_SEL = 2'b11;
                else
                    ALU_A_SEL = 2'b00;
                case(X_INSN_FUNCT3)
                    3'b000:
                        ALUSel = 4'b1000;
                    3'b001:
                        ALUSel = 4'b1110;
                    3'b010:
                        ALUSel = 4'b1100;
                    3'b011:
                        ALUSel = 4'b0110;
                    3'b100:
                        ALUSel = 4'b1010;
                    3'b101: begin
                        if(X_INSN_FUNCT7[5])
                            ALUSel = 4'b1011;  
                        else
                            ALUSel = 4'b0111;  
                    end
                    3'b110:
                        ALUSel = 4'b0000;
                    3'b111:
                        ALUSel = 4'b1111;
                    default:
                        ALUSel = 4'b1000;
                endcase
            end
            7'b0000011: begin
                PCSel = 1'b0;
                BrUn = 1'b0;
                ALUSel = 4'b1000;
                ALU_B_SEL = 2'b01;
                case(X_INSN_FUNCT3)
                    3'b000: begin
                        access_size = 2'b00;
                    end
                    3'b001: begin
                        access_size = 2'b01;
                    end
                    3'b010: begin   
                        access_size = 2'b10;               
                    end
                    3'b100: begin  
                        access_size = 2'b00;                 
                    end
                    3'b101: begin
                        access_size = 2'b01;
                    end
                    default:      
                        access_size = 2'b10;      
                endcase
                if(X_INSN_RS1 == M_INSN_RD)
                    ALU_A_SEL = 2'b10;
                else if(X_INSN_RS1 == W_INSN_RD)
                    ALU_A_SEL = 2'b11;
                else
                    ALU_A_SEL = 2'b00;
                if(X_INSN_RD == D_INSN_RS1)
                    stall = 1'b1;
                else if((X_INSN_RD == D_INSN_RS2) && (D_INSN_OPCODE != 7'b0100011))
                    stall = 1'b1;
                else
                    stall = 1'b0;
            end
            7'b0100011: begin
                PCSel = 1'b0;
                BrUn = 1'b0;
                ALUSel = 4'b1000;
                ALU_A_SEL = 2'b00;
                ALU_B_SEL = 2'b01;
                stall = 1'b0;
                case(X_INSN_FUNCT3)
                    3'b000: begin
                        access_size = 2'b00;
                    end
                    3'b001: begin
                        access_size = 2'b01;
                    end
                    3'b010: begin   
                        access_size = 2'b10;               
                    end
                    default:      
                        access_size = 2'b10;      
                endcase   
                if(X_INSN_RS1 == M_INSN_RD)
                    ALU_A_SEL = 2'b10;
                else if(X_INSN_RS1 == W_INSN_RD)
                    ALU_A_SEL = 2'b11;
                else
                    ALU_A_SEL = 2'b00;
            end
            7'b1100011: begin
                ALUSel = 4'b0011;
                ALU_A_SEL = 2'b01;
                ALU_B_SEL = 2'b01;
                stall = 1'b0;
                access_size = 2'b10;
                case(X_INSN_FUNCT3)
                    3'b000: begin
                        if(BrEq)
                            PCSel = 1'b1;
                        else
                            PCSel = 1'b0;
                    end
                    3'b001: begin
                        if(!BrEq)
                            PCSel = 1'b1;
                        else
                            PCSel = 1'b0;
                    end
                    3'b100: begin
                        if(BrLT)
                            PCSel = 1'b1;
                        else
                            PCSel = 1'b0;
                    end
                    3'b101: begin
                        if(!BrLT)
                            PCSel = 1'b1;
                        else
                            PCSel = 1'b0;
                    end
                    3'b110: begin
                        if(BrLT)
                            PCSel = 1'b1;
                        else
                            PCSel = 1'b0;
                    end
                    3'b111: begin
                        if(!BrLT)
                            PCSel = 1'b1;
                        else
                            PCSel = 1'b0;
                    end
                    default: 
                        PCSel = 1'b0;
                endcase
                if(X_INSN_FUNCT3 < 3'b110)
                    BrUn = 1'b0;
                else
                    BrUn = 1'b1;
            end
            7'b0010111: begin
                PCSel = 1'b0;
                BrUn = 1'b0;
                ALUSel = 4'b1000;
                ALU_A_SEL = 2'b01;
                ALU_B_SEL = 2'b01;
                stall = 1'b0;
                access_size = 2'b10;
            end
            7'b0110111: begin
                PCSel = 1'b0;
                BrUn = 1'b0;
                ALUSel = 4'b1001;
                ALU_A_SEL = 2'b01;
                ALU_B_SEL = 2'b01;
                stall = 1'b0;
                access_size = 2'b10;
            end
            7'b1100111: begin
                PCSel = 1'b1;
                BrUn = 1'b0;
                ALUSel = 4'b0010;
                ALU_B_SEL = 2'b01;
                stall = 1'b0;
                access_size = 2'b10;
                if(X_INSN_RS1 == M_INSN_RD)
                    ALU_A_SEL = 2'b10;
                else if(X_INSN_RS1 == W_INSN_RD)
                    ALU_A_SEL = 2'b11;
                else
                    ALU_A_SEL = 2'b00;
            end
            7'b1101111: begin
                PCSel = 1'b1;
                BrUn = 1'b0;
                ALUSel = 4'b0001;
                ALU_A_SEL = 2'b01;
                ALU_B_SEL = 2'b01;
                stall = 1'b0;
                access_size = 2'b10;
            end           
            default: begin
                PCSel = 1'b0;
                BrUn = 1'b0;
                ALUSel = 4'b0101;
                ALU_A_SEL = 2'b01;
                ALU_B_SEL = 2'b01;
                stall = 1'b0;
                access_size = 2'b10;
            end
        endcase
    end
    always @ (*) begin
        case(M_INSN_OPCODE)
            7'b0110011: begin
                RegWEn = 1'b1;
                WBSel = 2'b01;
            end 
            7'b0010011: begin
                RegWEn = 1'b1;
                WBSel = 2'b01;
            end
            7'b0000011: begin
                RegWEn = 1'b1;
                WBSel = 2'b00;
            end
            7'b0100011: begin
                RegWEn = 1'b0;
                WBSel = 2'b00;  
            end
            7'b1100011: begin
                RegWEn = 1'b0;
                WBSel = 2'b00;  
            end
            7'b0010111: begin
                RegWEn = 1'b1;
                WBSel = 2'b01;
            end
            7'b0110111: begin
                RegWEn = 1'b1;
                WBSel = 2'b01;
            end
            7'b1100111: begin
                RegWEn = 1'b1;
                WBSel = 2'b10;
            end
            7'b1101111: begin
                RegWEn = 1'b1;
                WBSel = 2'b10;
            end           
            default: begin
                RegWEn = 1'b0;
                WBSel = 2'b00;
            end
        endcase
    end
endmodule
==> run summary <==
Flop count - 0
Max Fclk - 543 MHz
Critical path class - in -> out
CP startpoint - X_INSN_OPCODE[3]
Power per Cell Area - 166 nW/um2
MaxCap Viol Count - 0
Post-synth seq share - 0%
Drt wl/cell - 11.8 um
Top-count cell post-synth - xnor2_1
Worst Hold Path Cells - 3
Slew Limit Fails - 0
MUX share of area - 0%
Top cells by area - xnor2_1 23%, xor2_1 11%, nor2_1 4.9%
Hold Slack - 1.10 ns
Number of synthesis warnings - 3
Final Cycle Share - 96.8%
Core Area - 12100 um2
And+or+nand+nor area frac - 33.4%
CTS hold repair buffers - 0
CP Buf/Inv Count - 3
Finished Cell Area - 1980 um2
DPL Wire Length - 4160 um
Synth Instances - 111
ANT nets after route - 0
Share of cells above drive strength 1 - 41.6%
Initial Util - 6.37%
Drt first-iter violations - 20
IO buf count - 78
GRT Resource Usage Total - 4.95%
Dominant comb cell - XOR/XNOR gates
Vias in the first global route - 1314
Die area - 17200 um2
Crit path capture type - output port
Post-synth top area cell - xnor2_1
Tool warning count - 250
GR Overflow Total - 0
Max IR drop VDD - 67.8 uV
Final setup fails - 0
Logic area - 863 um2
Cell Rows - 40
XORs/XNORs by Area - 34.2%
Adder-cell share of the synthesized area - 0%
Critical path cell sequence - clkdlybuf4s15_1 > and3b_2 > nand2_4 > buf_6 > o31ai_4 > buf_2
CP top delay family - buffers and inverters
Fillers - 1358
Chip width - 131 um
Crit path to - ALUSel[1]
Final Hold Fails - 0
Top post-synthesis cells by count - 20 x xnor2_1, 10 x nor2_1, 10 x xor2_1
DRT Pass-1 Iters - 5
First-pass GRT wire length - 6650 um
Initial antenna violation count - 1
AO/OA Area Share - 23.6%
Clock buf count - 0
Die Span Y - 131 um
DRC errors left - 0
CP Depth - 6
Worst path slowest cell - and3b_2
Routed vias - 1176
Crit path required time - 1.52 ns
Post-Syn Area - 768 um2
Final worst path period need - 1.84 ns
Arrival @ worst endpoint - 1.46 ns
Yosys cell count - 111
Netlist cell types - 34
Class of the worst hold path - in -> out
LEAKAGE - 0.842 nW
Critical Path Start Type - primary input
Syn_area_per_cell - 6.92 um2
Syn-to-layout area delta - 158%
Max FO, Critical Path - 3
Largest net degree at the start of global routing - 9
YS chip area - 768 um2
Critical Path Max Stage Delay - 0.30 ns
Top Ports - 296
WL final - 4580 um
RSZ-0062 raised after global routing - yes
Run status - completed
Post-detailed-route via-to-cell ratio - 3.03
Dpl cell area - 1960 um2
GPL Wtd Cong - 0.735
Top-area cell share - 22.8%
Reg area - 0 um2
[power breakdown]
part | switching [mW] | internal, mW
sequential | 0 | 0
clock | 0 | 0.0000000704
combinational | 0.140 | 0.189
total | 0.140 | 0.189
[stage by stage]
step / util [%] / setup WS (ns) / TNS, ns / power, mW / std cells
3_3_place_gp: 16.2 / -0.912 / -8.90 / 0.331 / 385
3_5_place_dp: 16.2 / -0.861 / -9.04 / 0.333 / 385
2_1_floorplan: - / 0.335 / 0 / 0.110 / 112
6_report: 16.4 / 0.0600 / 0 / 0.329 / 388
5_1_grt: 16.4 / -0.0377 / -0.0377 / 0.358 / 387
4_1_cts: 16.5 / -0.0540 / -0.0613 / 0.325 / 390
[worst min-delay path by stage]
stage                     from            to  slack (ns)
CTS           X_INSN_OPCODE[5]  ALU_B_SEL[0]        1.12
finish        X_INSN_OPCODE[5]  ALU_B_SEL[0]        1.10
global route  X_INSN_OPCODE[5]  ALU_B_SEL[0]        1.15
[area by class of cell]
| cell class | count | area share (%) |
|---|---|---|
| multi-input combinational | 102 | 43.5 |
| tap | 168 | 10.6 |
| antenna | 1 | 0.126 |
| inverter | 5 | 0.946 |
| timing repair buffer | 112 | 44.8 |
[kinds of logic after synthesis]
kind of cell / Yosys count
AOI/OAI and AO/OA: 25
xor gates and xnor gates: 30
buffers and inverters: 10
other: 1
and+or+nand+nor: 45
[routing by layer]
layer / up-vias / GRT usage [%] / part of all wire (%)
li1: 618 / - / -
met1: 507 / 6.43 / 45
met2: 51 / 8.41 / 46
met3: 0 / 1.47 / 9.1
met4: 0 / 0 / 0
met5: - / 0 / 0
[cells in the final DEF, fill, tap and decap left out, types with 2 or more instances in the layout]
cell type        Yosys  final
nor2_1              10      6
buf_2                0     20
o21ai_1              0      2
nand3_1              5      5
clkdlybuf4s50_1      0      6
a221o_1              2      2
nand4b_1             2      2
conb_1               1      2
inv_1                5      4
nand4_1              3      3
clkdlybuf4s15_1      0      4
clkbuf_2             0      4
and3b_2              0      2
nor2_2               0      3
buf_4                3     29
nand2_1              9      6
dlygate4sd2_1        0     39
a21oi_1              6      5
xnor2_1             20     19
nor3_1               6      2
nor3_2               0      3
nand2_2              0      2
o31ai_1              3      2
xor2_1              10     10
o21ai_2              0      2
buf_6                2      9
[what timing repair did]
item                       4_1_cts  5_1_grt
setup buffers                    6        0
setup endpoints to repair       16        8
pin swaps                       38       14
resized                        179       24
Power figures rest on the tool's default switching activity, not on a simulated workload.
