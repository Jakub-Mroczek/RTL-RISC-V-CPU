**flow/config.mk**
```make
export PLATFORM = sky130hd
export DESIGN_NAME = alu
export DESIGN_NICKNAME = alu
export VERILOG_FILES = /design/flow/design.v
export SDC_FILE = /design/flow/constraint.sdc
export NUM_CORES = 4
export LEC_CHECK = 1
export CORE_UTILIZATION = 50
```
**flow/constraint.sdc**
```tcl
current_design alu

set clk_period 14.6
set clk_io_pct 0.2

create_clock -name clk0 -period $clk_period

set non_clock_inputs [all_inputs -no_clocks]
set_input_delay [expr $clk_period * $clk_io_pct] -clock clk0 $non_clock_inputs
set_output_delay [expr $clk_period * $clk_io_pct] -clock clk0 [all_outputs]
```
**flow/design.v**
```verilog
module alu (
  input ASel,
  input BSel,
  input [3:0] ALUSel,
  input [31:0] pc,
  input [31:0] rs1,
  input [31:0] rs2,
  input [31:0] imm,
  output reg [31:0] alu_res
);
    reg [31:0] input_a;
    reg [31:0] input_b;
    always @ (*) begin
        if (ASel) 
            input_a = pc;
        else 
            input_a = rs1;
        if (BSel) 
            input_b = imm;
        else 
            input_b = rs2;
    end
    always @(*) begin
        case (ALUSel) 
            4'b1000: begin
                alu_res = input_a + input_b;
            end
            4'b0100: begin
                alu_res = input_a - input_b;
            end
            4'b1110: begin
                alu_res = input_a << input_b[4:0];
            end
            4'b0111: begin
                alu_res = input_a >> input_b[4:0];
            end
            4'b1011: begin
                alu_res = input_a >>> input_b[4:0];
            end
            4'b1100: begin           
                if(input_a[31] == 1 && input_b[31] == 0)
                    alu_res = 32'b1;
                else if(input_a[31] == 0 && input_b[31] == 1)
                    alu_res = 32'b0;
                else begin
                    if(input_a < input_b)
                        alu_res = 32'b1;
                    else
                        alu_res = 32'b0;
                end
            end
            4'b0110: begin           
                if(input_a < input_b)
                    alu_res = 32'b1;
                else
                    alu_res = 32'b0;
            end
            4'b1111: begin
                alu_res = input_a & input_b;
            end
            4'b0000: begin
                alu_res = input_a | input_b;
            end
            4'b1010: begin
                alu_res = input_a ^ input_b;
            end
            4'b0001: begin
                alu_res = input_b;
            end
            4'b0010: begin
                alu_res = input_a + input_b;
                alu_res = {alu_res[31:1], 1'b0};
            end
            4'b0011: begin
                alu_res = input_a + input_b;
            end
            default: begin
                alu_res = 32'b0;
            end
        endcase
    end
endmodule
```
**flow/run.sh**
```bash
#!/bin/bash
# OpenROAD 26Q1-2900-gdf79404cd8, Yosys 0.63+post, stock flow scripts
make -C /OpenROAD-flow-scripts/flow DESIGN_CONFIG=/design/flow/config.mk WORK_HOME=/design/flow/orfs finish
```
==> notes.md <==
In the power breakdown, the internal column shows 238 uW. The power report puts the net switching power at 359 uW. Endpoints failing hold in the final report were tallied at 0. The average detailed-routed wire length per instance came out at 25.2 um. The count of antenna diodes in the layout was 0. The worst setup path is launched from a primary input. STA lists the maximum fanout along the critical path as 42. Entering global routing, the biggest net connects 57 pins.

The type of the setup path with the least slack was in2out. The final report lists a non-filler cell total of 1695. The placement summary gives the final routability congestion estimate as 1.08. With the data required time at the worst endpoint at 11680 ps, the number of search-and-repair iterations in the first detailed-routing pass is 27.

Adding up every negative setup slack in the final design gives 0 ps. Per Yosys stat, the portion of area used by sequential elements is 0%. The number of maximum-capacitance violations recorded for the run is 0. The register area is 0 um2. For the remaining max-slew budget at the tightest pin, the log shows 38.7%. 166 I/O pins were placed. Sequential cells burn 0% of the power. The overflow left after global routing is 0. Buffers inserted during post-CTS setup optimization: 0.

For this configuration, the core starts out at a cell density of 51.5%. After detailed placement, the design holds a cell count of 1695. The tools report the clock power share as 0%.

Walking the worst path, the cells encountered are clkdlybuf4s50_1 -> mux2i_4 -> buf_4 -> inv_2 -> buf_4 -> ha_1 -> fa_1 -> a211oi_1 -> o21ai_0 -> nand4_1 -> a31oi_1 -> a21oi_1 -> a31oi_1 -> o221a_2 -> o221ai_1 -> clkdlybuf4s50_1. The run gives 85 as the count of distinct cell types in the synthesized netlist. Kind of capture point of the worst setup path: an output pin. For the post-cts hold-fix buffer tally, the log shows 0. The tools report the number of antenna violations at the first check in global routing as 1. The final core utilization was 61.5%. The cell type of the slowest stage on the worst timing path is sky130_fd_sc_hd__clkdlybuf4s50_1. After floorplanning, the die was sized to cover 19200 um2. Per the synthesis report, the single largest cell type by area occupies 20.1% of cell area.

The class of the worst hold path was in2out. Setup repair after global routing left no endpoint under its margin. The number of instances resized during post-cts repair is 0.

The floorplan has 49 rows. The count of pins over their slew limit was 0; the critical path's largest stage delay was 530 ps. Per the summary, power density relative to cell area is 53.5 nW/um2. In this run the cell area of the synthesized design comes to 9310 um2. The first global-routing pass estimated 64.1 mm of wire.

With the area figure in the yosys stat output at 9310 um2, the relative contribution of combinational cells to total power is 100.0%. Wires add up to 42.7 mm. The cell count in the Yosys report was 1362; the detailed-placement wirelength estimate was 33.1 mm.

Of all cell types, the one taking the most synthesized area is sky130_fd_sc_hd__mux2i_1. Final critical-path share of the clock period: 75.0%. From bottom edge to top edge, the die measures 138 um. The run gives 60.1% for the fraction of power spent switching nets. The run gives 43.5% as the global-route usage over all layers.

The total number of warnings across the stage logs works out to 99. Ranked by instance count, the synthesized netlist is headed by sky130_fd_sc_hd__mux2i_1, sky130_fd_sc_hd__nand2_1, sky130_fd_sc_hd__ha_1, sky130_fd_sc_hd__nor2_1, sky130_fd_sc_hd__a21oi_1. The run finished with clean final reports. The average footprint of a synthesized cell is 6.83 um2. The count of buffers added on input and output ports is 166.

Per the detail_route report, the via count comes to 11800. The kind of cell with the highest combined delay along the critical path is AND-OR/OR-AND gates. Counting I/O delays and the setup requirement, the final critical path takes 10950 ps. Number of vias per cell after detailed routing: 6.99. The logs give 0 for the post-route antenna net violation count and 27.3 uV for the maximum vdd drop. In the routed design, unresolved DRC markers number 0. The final timing report counts setup violations totalling 0. The relative area change from synthesis to final layout works out to 19.6%.

The highest clock rate this design can be run at is 91.3 MHz. The tally of yosys warning messages was 1. The die is 138 um wide.

In the synthesized netlist, the number of instances is 1362. The final layout contains a sequential cell count of 0. With the slew of the pin with the lowest slew margin at 896 ps, the number of global-route vias before repair is 10700. The analysis attributes to cell leakage a power of 0.00490 uW. The tools report the area of the placeable core as 18100 um2. Per the post-run analysis, buffers plus inverters along the critical path come to 5.

STA puts the critical path data arrival time at 8030 ps. The layout has 0 clock buffers. The share of cells above drive strength 1 came out at 6.75%. By area the synthesized netlist is led by sky130_fd_sc_hd__mux2i_1, sky130_fd_sc_hd__ha_1, sky130_fd_sc_hd__nand2_1. The initial detailed-routing violation count is 1439.

The cell with the most instances after synthesis was sky130_fd_sc_hd__mux2i_1.
-- metrics by stage --
stage	hold slack (ps)	power, uW	worst slack (ps)	area (um2)
2_1_floorplan	6160	359	5210	9310
3_3_place_gp	7190	575	3870	11100
3_5_place_dp	7200	571	3800	11100
4_1_cts	7200	575	3770	11100
5_1_grt	7250	631	3400	11100
6_report	7210	596	3650	11100
-- cells by family after synthesis --
| kind of cell | Yosys count | synth area share, % |
|---|---|---|
| AND/OR/NAND/NOR | 377 | 18.6 |
| XOR/XNOR | 6 | 0.565 |
| multiplexers | 212 | 23.3 |
| adder cells (fa/ha/maj) | 100 | 13.6 |
| buffers and inverters | 198 | 8.94 |
| AND-OR/OR-AND | 469 | 34.9 |
-- worst min-delay path, stage by stage --
cell and delay, ps:
sky130_fd_sc_hd__clkdlybuf4s50_1 450, sky130_fd_sc_hd__mux2i_1 130, sky130_fd_sc_hd__o22ai_1 150, sky130_fd_sc_hd__a211oi_1 70, sky130_fd_sc_hd__nand3_1 100, sky130_fd_sc_hd__clkdlybuf4s50_1 460
-- placed cells by master (no fill, tap or decap), drive strengths merged, types with 7 or more instances in the layout --
cell type / instances
or3: 11
nor3: 33
a2111oi: 7
a31oi: 11
mux2: 23
o21bai: 17
inv: 96
nand2: 135
o211ai: 30
buf: 40
a22oi: 14
ha: 98
mux2i: 189
o221ai: 17
o31ai: 14
nor2: 98
a21o: 17
o2111ai: 8
nand4: 10
a21oi: 97
o21a: 7
nor2b: 10
clkdlybuf4s50: 164
nand2b: 8
o221a: 7
nand3: 39
a221oi: 25
o21ai: 80
a211oi: 31
o22ai: 32
-- power by group through the flow --
| stage | clock, uW | combinational [uW] | sequential (uW) |
|---|---|---|---|
| 5_1_grt | 0 | 631 | 0 |
| 6_report | 0 | 596 | 0 |
| 4_1_cts | 0 | 575 | 0 |
-- cell type report --
| type | count | area, um2 |
|---|---|---|
| tap | 229 | 287 |
| inverter | 98 | 368 |
| timing repair buffer | 204 | 1940 |
| multi-input combinational | 1164 | 8540 |
| fill | 1655 | 6950 |
-- per-layer routing --
metal | track usage [%] | wire length, um | up-vias
li1 | - | - | 5356
met1 | 62.9 | 17500 | 5405
met2 | 62.5 | 17300 | 936
met3 | 10.9 | 5930 | 150
met4 | 15.1 | 1970 | 0
met5 | 0 | 0 | -
-- path summary, 6_finish.rpt --
path | to | startpoint | cells past startpoint
worst max-delay path | alu_res[24] | rs2[0] | 16
worst min-delay path | alu_res[6] | rs2[6] | 6
No activity file was given, so power comes from the tool's default toggle rates.
